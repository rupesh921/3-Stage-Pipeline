[flow/design.v]
`timescale 1ns/1ps
module execute
#(
	parameter [31:0] RESET = 32'h0000_0000
)
(
	input clk,
	input reset,
	input  [31:0] reg_rdata1,
	input  [31:0] reg_rdata2,
	input  [31:0] execute_imm,
	input  [31:0] pc,
	input  [31:0] fetch_pc,
	input     	immediate_sel,
	input     	mem_write,
	input     	jal,
	input     	jalr,
	input     	lui,
	input     	alu,
	input     	branch,
	input     	arithsubtype,
	input     	mem_to_reg,
	input     	stall_read,
	input  [4:0]  dest_reg_sel,
	input  [2:0]  alu_op,
	input  [1:0]  dmem_raddr,
	input     	wb_branch_i,
	input     	wb_branch_nxt_i,
	output [31:0] alu_operand1,
	output [31:0] alu_operand2,
	output [31:0] write_address,
	output    	branch_stall,
	output reg [31:0] next_pc,
	output reg    	branch_taken,
	output [31:0] wb_result,
	output    	wb_mem_write,
	output    	wb_alu_to_reg,
	output [4:0]  wb_dest_reg_sel,
	output    	wb_branch,
	output    	wb_branch_nxt,
	output    	wb_mem_to_reg,
	output [1:0]  wb_read_address,
	output [2:0]  mem_alu_operation
);
localparam  [31: 0] NOP        = 32'h0000_0013;      
localparam  [ 6: 0] LUI     = 7'b0110111,         
                    JAL     = 7'b1101111,         
                    JALR    = 7'b1100111,         
                    BRANCH  = 7'b1100011,         
                    LOAD    = 7'b0000011,         
                    STORE   = 7'b0100011,         
                    ARITHI  = 7'b0010011,         
                    ARITHR  = 7'b0110011;         
localparam  [ 2: 0] BEQ     = 3'b000,
                    BNE     = 3'b001,
                    BLT     = 3'b100,
                    BGE     = 3'b101,
                    BLTU    = 3'b110,
                    BGEU    = 3'b111;
localparam  [ 2: 0] LB      = 3'b000,
                    LH      = 3'b001,
                    LW      = 3'b010,
                    LBU     = 3'b100,
                    LHU     = 3'b101;
localparam  [ 2: 0] SB      = 3'b000,
                    SH      = 3'b001,
                    SW      = 3'b010;
localparam  [ 2: 0] ADD     = 3'b000,     
                    SLL     = 3'b001,
                    SLT     = 3'b010,
                    SLTU    = 3'b011,
                    XOR     = 3'b100,
                    SR      = 3'b101,     
                    OR      = 3'b110,
                    AND     = 3'b111;
reg  [31:0] ex_result;
wire [32:0] ex_result_subs;
wire [32:0] ex_result_subu;
assign alu_operand1 = reg_rdata1;
assign alu_operand2 = immediate_sel ? execute_imm : reg_rdata2;  
assign ex_result_subs =
	{alu_operand1[31], alu_operand1} -
	{alu_operand2[31], alu_operand2};
assign ex_result_subu = $unsigned(alu_operand1) - $unsigned(alu_operand2);
assign write_address = alu_operand1 + execute_imm;
assign branch_stall  = wb_branch_nxt_i || wb_branch_i;
always @(*) begin
	next_pc  	= fetch_pc + 4;
	branch_taken = !branch_stall;
	case (1'b1)
    	jal  : next_pc = pc + execute_imm;
    	jalr : next_pc = alu_operand1 + execute_imm;
    	branch: begin
        	case (alu_op)
            	BEQ:  begin
                	next_pc = (ex_result_subs == 0)
                          	? pc + execute_imm
                          	: fetch_pc + 4;
                	if (ex_result_subs != 0)
                    	branch_taken = 1'b0;
            	end
            	BNE:  begin
					next_pc = (ex_result_subs != 0)
                          	? pc + execute_imm
                          	: fetch_pc + 4;
					if (ex_result_subs == 0)
                    	branch_taken = 1'b0;
            	end
            	BLT:  begin
                	next_pc = ex_result_subs[32]
                          	? pc + execute_imm
                          	: fetch_pc + 4;
                	if (!ex_result_subs[32])
                    	branch_taken = 1'b0;
            	end
            	BGE:  begin
                	next_pc = !ex_result_subs[32]
                          	? pc + execute_imm
                          	: fetch_pc + 4;
                	if (ex_result_subs[32])
                    	branch_taken = 1'b0;
            	end
            	BLTU: begin
                	next_pc = ex_result_subu[32]
                          	? pc + execute_imm
                          	: fetch_pc + 4;
                	if (!ex_result_subu[32])
                    	branch_taken = 1'b0;
            	end
            	BGEU: begin
                	next_pc = !ex_result_subu[32]
                          	? pc + execute_imm
                          	: fetch_pc + 4;
                	if (ex_result_subu[32])
                    	branch_taken = 1'b0;
            	end
            	default: next_pc = fetch_pc;  
        	endcase
    	end
    	default: begin     	 
        	next_pc  	= fetch_pc + 4;
        	branch_taken = 1'b0;
    	end
	endcase
end
always @(*) begin
	case (1'b1)
    	mem_write: ex_result = alu_operand2;
    	jal,
    	jalr:  	ex_result = pc + 4;
    	lui:   	ex_result = execute_imm;
    	alu: begin
        	case (alu_op)
            	ADD : ex_result =
                  	arithsubtype
                  	? alu_operand1 - alu_operand2
                  	: alu_operand1 + alu_operand2;
            	SLL : ex_result = alu_operand1 << alu_operand2;  
            	SLT : ex_result = ex_result_subs[32];
				SLTU: ex_result = ($unsigned(alu_operand1) < $unsigned(alu_operand2)) ? 1 : 0;  
            	XOR : ex_result = alu_operand1 ^ alu_operand2;
            	SR  : ex_result =
                  	arithsubtype
                  	? $signed(alu_operand1) >>> alu_operand2
                  	: alu_operand1 >>> alu_operand2;
            	OR  : ex_result = alu_operand1 | alu_operand2;
            	AND : ex_result = alu_operand1 & alu_operand2;
            	default: ex_result = 'hx;
        	endcase
    	end
    	default: ex_result = 'hx;
	endcase
end
ex_mem_wb_reg u_ex_mem_wb (
	.clk        	(clk),
	.reset_n    	(reset),
	.stall_n    	(stall_read),
	.ex_result  	(ex_result),
	.mem_write  	(mem_write && !branch_stall),
	.alu_to_reg 	(alu | lui | jal |
                  	jalr | mem_to_reg),
	.dest_reg_sel   (dest_reg_sel),
	.branch_taken   (branch_taken),
	.mem_to_reg 	(mem_to_reg),
	.read_address   (dmem_raddr),
	.alu_operation  (alu_op),
	.ex_mem_result    	(wb_result),
	.ex_mem_mem_write 	(wb_mem_write),
	.ex_mem_alu_to_reg	(wb_alu_to_reg),
	.ex_mem_dest_reg_sel  (wb_dest_reg_sel),
	.ex_mem_branch    	(wb_branch),
	.ex_mem_branch_nxt	(wb_branch_nxt),
	.ex_mem_mem_to_reg	(wb_mem_to_reg),
	.ex_mem_read_address  (wb_read_address),
	.ex_mem_alu_operation (mem_alu_operation)
);
endmodule
module ex_mem_wb_reg (
	input     	clk,
	input     	reset_n,
	input     	stall_n,
	input  [31:0] ex_result,
	input     	mem_write,
	input     	alu_to_reg,
	input  [4:0]  dest_reg_sel,
	input     	branch_taken,
	input     	mem_to_reg,
	input  [1:0]  read_address,
	input  [2:0]  alu_operation,
	output reg [31:0] ex_mem_result,
	output reg    	ex_mem_mem_write,
	output reg    	ex_mem_alu_to_reg,
	output reg [4:0]  ex_mem_dest_reg_sel,
	output reg    	ex_mem_branch,
	output reg    	ex_mem_branch_nxt,
	output reg    	ex_mem_mem_to_reg,
	output reg [1:0]  ex_mem_read_address,
	output reg [2:0]  ex_mem_alu_operation
);
always @(posedge clk or negedge reset_n) begin
	if (!reset_n) begin
    	ex_mem_result     	<= 32'h0;
    	ex_mem_mem_write  	<= 1'b0;
    	ex_mem_alu_to_reg 	<= 1'b0;
    	ex_mem_dest_reg_sel   <= 5'h0;
    	ex_mem_branch     	<= 1'b0;
    	ex_mem_branch_nxt 	<= 1'b0;
    	ex_mem_mem_to_reg 	<= 1'b0;
    	ex_mem_read_address   <= 2'h0;
    	ex_mem_alu_operation  <= 3'h0;
	end
	else if (!stall_n) begin
    	ex_mem_result     	<= ex_result;
    	ex_mem_mem_write  	<= mem_write;
    	ex_mem_alu_to_reg 	<= alu_to_reg;
    	ex_mem_dest_reg_sel   <= dest_reg_sel;
    	ex_mem_branch     	<= branch_taken;
    	ex_mem_branch_nxt 	<= ex_mem_branch;   
    	ex_mem_mem_to_reg 	<= mem_to_reg;
    	ex_mem_read_address   <= read_address;
    	ex_mem_alu_operation  <= alu_operation;
	end
end
endmodule
[flow/run.sh]
#!/bin/bash
# OpenROAD 26Q1-2900-gdf79404cd8, Yosys 0.63+post, stock flow scripts
make -C /OpenROAD-flow-scripts/flow DESIGN_CONFIG=/design/flow/config.mk WORK_HOME=/design/flow/orfs finish
[flow/config.mk]
export PLATFORM = sky130hd
export DESIGN_NAME = execute
export DESIGN_NICKNAME = execute
export VERILOG_FILES = /design/flow/design.v
export SDC_FILE = /design/flow/constraint.sdc
export NUM_CORES = 4
export LEC_CHECK = 1
export CORE_UTILIZATION = 40
[flow/constraint.sdc]
current_design execute

set clk_period 24.9
set clk_io_pct 0.2

create_clock -name clk0 -period $clk_period [get_ports {clk}]

set non_clock_inputs [all_inputs -no_clocks]
set_input_delay [expr $clk_period * $clk_io_pct] -clock clk0 $non_clock_inputs
set_output_delay [expr $clk_period * $clk_io_pct] -clock clk0 [all_outputs]
==> Changelog: implementation <==
### Metrics

- Synthesis Warnings: 2
- RSZ-0062 raised after global routing: no
- Post-synth top flop: dfrtp_1
- Yosys stat area: 17550 um2
- Main area contributors: ha_1 11%, dfrtp_1 6.7%, a21oi_1 6.3%
- Core Footprint: 43170 um2
- Remaining antenna violation count after routing: 0
- GR Util met2: 66.91%
- Clk buf depth: 2
- Ys flops: 47
- H-tree levels: 2
- Routed len/inst: 30.72 um
- Post-Syn Area per Cell: 6.767 um2
- Post-CTS Setup Inserts: 0
- Largest net degree at the start of global routing: 67
- Peak supply drop: 25.92 uV
- Max FFs per register: 32
- Syn Std Cell Area: 17550 um2
- DR pass1 iterations: 6
- Buf/Inv on CP: 6
- Avg Vias per Cell: 6.785
- Synth async-reset ratio: 100.0%
- CTS tree: yes
- Maximum clock rate: 58.20 MHz
- Routed WL: 106.0 mm
- Outcome: finished clean
- Worst-path cell chain: buf_2 -> buf_4 -> mux2i_4 -> buf_4 -> inv_2 -> ha_1 -> fa_1 -> nor2_1 -> o311a_1 -> o211ai_1 -> a211oi_1 -> o21ai_0 -> a211o_1 -> and3_1 -> or4b_4 -> nor4_4 -> mux2i_4 -> buf_4 -> o21ai_0 -> a311oi_1 -> a211oi_1 -> clkdlybuf4s50_1
- Initial antenna violation count: 9
- Max transition margin: 20.90%
- Vias in the first global route: 21800
- Post-Place Cells: 3437
- Post-layout period usage: 69.01%
- Gr busiest metal: met2
- PD cells: 35.78 nW/um2
- Die Area: 44710 um2
- Tally of max-capacitance violations: 0
- Clk sinks: 47
- Die Span X: 211.4 um
- Tot GR Track Use: 47.12%
- Max incr delay on CP: 0.71 ns
- OpenROAD warning count: 89
- Layout cells sized above 1: 7.413%
- Critical path class: input pin to primary output
- Worst Path Required: 19.92 ns
- Core Util at FP: 40.64%
- Max stage delay cell, worst path: a211oi_1
- DPL Wire Length: 82.27 mm
- CP top delay family: AND-OR/OR-AND gates
- Clk root buf: clkbuf_16
- Count of library flops with an enable pin: 0
- First-pass GRT wire length: 149.3 mm
- Late-Pin Clk Latency: 0.32 ns
- Worst Hold Class: register to register
- Minimum clock period: 17.18 ns
- Yosys stat cell total: 2593
- Final max-slew violation count: 0
- Reg clk slew, reported paths: 0.08 ns
- # port buffers: 360
- Top cells by count: 265 x nor2_1, 231 x nand2_1, 221 x a21oi_1, 220 x o21ai_0, 160 x ha_1
- Row cnt: 76
- Clock skew: 0.00007391 ns
- Worst Max-Slew Pin Slew: 1.174 ns
- Register area: 1176 um2
- Area grow syn2layout: 25.04%
- Top-count cell post-synth: nor2_1
- Largest regs: u_ex_mem_wb.ex_mem_result x32, u_ex_mem_wb.ex_mem_dest_reg_sel x5, u_ex_mem_wb.ex_mem_alu_operation x3
- I/O pin count: 361
- Syn Inst Count: 2593
- Setup_tns: 0 ns
- Register area share after synthesis: 6.703%
- Startpoint types: input pin
- Final std cells w/o fill: 3451
- Largest area contributor in the netlist: ha_1
- Most frequent CP cell: buf_4
- Final setup viols: 0
- WP data arrival: 12.20 ns
- DIE HEIGHT: 211.4 um
- Cts bufs inserted: 5
- Initial DRC Count: 2768
- P_leak: 8.821 nW
- Top-area cell share: 11.41%
- Setup crit end kind: primary output
- Filler Cells Inserted: 4304
- DRC violations left: 0
- Cell Type Count: 85
- Post_cts resized: 0
- Vias: 23420
- Grt met3 use: 18.64%
- Final Hold Vio Count: 0
- Final Wtd Congestion: 1.090
- MI comb area: 15040 um2
- Max FO, Critical Path: 48
- Met1 Resource Use GR: 59.34%
- Register with the highest flop count: u_ex_mem_wb.ex_mem_result
- # hold bufs at CTS: 0
- Total grt overflow: 0
==> area by class of cell <==
| cell class | instances | area share [%] |
|---|---|---|
| Tap cell | 585 | 3.336 |
| Clock buffer | 5 | 0.5703 |
| Timing Repair Buffer | 459 | 19.70 |
| Clock inverter | 3 | 0.09124 |
| Sequential cell | 47 | 5.360 |
| Multi-Input combinational cell | 2211 | 68.57 |
| Inverter | 135 | 2.310 |
| Antenna cell | 6 | 0.06843 |
==> layout by cell type, fill, tap and decap left out, types with 42 or more instances in the layout <==
master and instances:
o21ai_0 220, nand3_1 70, nor4_1 42, inv_1 129, nand2_1 231, clkdlybuf4s50_1 355
xor2_1 51, a211oi_1 51, nor3_1 86, buf_4 99, ha_1 160, a21oi_1 221
mux2i_1 68, xnor2_1 88, nor2_1 264, a21o_1 56, dfrtp_1 47
==> cells by family (layout without fill, tap and decap cells) <==
family / count (synthesis) / after routing / synth area share (%)
other: 0 / 6 / 0
buffers and inverters: 335 / 602 / 7.958
AOI/OAI and AO/OA: 918 / 918 / 34.08
muxes: 124 / 124 / 9.120
adders and majority gates: 164 / 164 / 11.87
DFF: 47 / 47 / 6.703
xor gates and xnor gates: 140 / 140 / 7.031
and+or+nand+nor: 865 / 865 / 23.24
==> worst min-delay path, cell delays in order (launching register included) <==
cell	delay (ns)
dfrtp_1	0.35
nand2_1	0.06
nand2_1	0.05
==> through the flow <==
step / setup slack [ns] / utilization (%) / cell area, um2 / power [mW] / hold WS, ns
after floorplan: 9.345 / - / 17550 / 0.4092 / 0.4183
after global placement: 8.051 / 50.45 / 21780 / 0.6858 / 0.4596
after detailed placement: 7.971 / 50.45 / 21780 / 0.6840 / 0.4665
after CTS: 7.916 / 50.79 / 21930 / 0.7625 / 0.4871
after global routing: 7.263 / 50.81 / 21940 / 0.8200 / 0.5087
final: 7.717 / 50.82 / 21940 / 0.7851 / 0.4881
==> layer usage <==
layer  share of wire [%]  up-vias
met5                0.13        -
met4                 7.9       10
met3                  14      439
met2                  41     1817
met1                  37    10980
li1                    -    10170
==> final timing paths <==
check | from | to | slack, ns | cells after the start
setup / recovery | immediate_sel | next_pc[16] | 7.72 | 22
hold / removal | u_ex_mem_wb.ex_mem_result[5]$_DFFE_PN0N_ | u_ex_mem_wb.ex_mem_result[5]$_DFFE_PN0N_ | 0.49 | 2
setup reg to reg | u_ex_mem_wb.ex_mem_result[29]$_DFFE_PN0N_ | u_ex_mem_wb.ex_mem_result[29]$_DFFE_PN0N_ | 24.01 | 2
hold reg to reg | u_ex_mem_wb.ex_mem_result[5]$_DFFE_PN0N_ | u_ex_mem_wb.ex_mem_result[5]$_DFFE_PN0N_ | 0.49 | 2
max in group asynchronous | reset | u_ex_mem_wb.ex_mem_result[0]$_DFFE_PN0N_ | 19.53 | 2
min in group asynchronous | reset | u_ex_mem_wb.ex_mem_mem_write$_DFFE_PN0N_ | 4.77 | 2
==> power breakdown <==
group | switching (mW) | internal, mW
logic | 0.366 | 0.252
registers | 0.00780 | 0.0850
clock network | 0.0373 | 0.0373
total | 0.411 | 0.374
Power figures rest on the tool's default switching activity, not on a simulated workload.
