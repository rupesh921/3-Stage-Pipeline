File: ./config.mk
export PLATFORM = sky130hd
export DESIGN_NAME = wb
export DESIGN_NICKNAME = wb
export VERILOG_FILES = /design/flow/design.v
export SDC_FILE = /design/flow/constraint.sdc
export NUM_CORES = 4
export LEC_CHECK = 1
export CORE_AREA = 10 10 175 175
export DIE_AREA = 0 0 185 185
File: ./constraint.sdc
current_design wb

set clk_period 5.9
set clk_io_pct 0.2

create_clock -name clk0 -period $clk_period [get_ports {clk}]

set non_clock_inputs [all_inputs -no_clocks]
set_input_delay [expr $clk_period * $clk_io_pct] -clock clk0 $non_clock_inputs
set_output_delay [expr $clk_period * $clk_io_pct] -clock clk0 [all_outputs]
File: ./design.v
module wb 
#(
    parameter [31:0] RESET = 32'h0000_0000
)
(
    input clk,
    input reset,
    input        stall_read_i,
    input [31:0] fetch_pc_i,
    input        wb_branch_i,
    input        wb_mem_to_reg_i,
    input        mem_write_i,
    input [31:0] write_address_i,
    input [31:0] alu_operand2_i,
    input [2:0]  alu_operation_i,
    input [2:0]  wb_alu_operation_i,
    input [1:0]  wb_read_address_i,
    input [31:0] dmem_read_data_i,
    input        dmem_write_valid_i,
    output [31:0] inst_mem_address_o,
    output inst_mem_is_ready_o,
    output wb_stall_o,
    output reg [31:0] wb_write_address_o,
    output reg [31:0] wb_write_data_o,
    output reg [3:0]  wb_write_byte_o,
    output reg [31:0] wb_read_data_o,
    output reg [31:0] inst_fetch_pc_o,
    output reg wb_stall_first_o,
    output reg wb_stall_second_o
);
localparam  [31: 0] NOP        = 32'h0000_0013;      
localparam  [ 6: 0] LUI     = 7'b0110111,         
                    JAL     = 7'b1101111,         
                    JALR    = 7'b1100111,         
                    BRANCH  = 7'b1100011,         
                    LOAD    = 7'b0000011,         
                    STORE   = 7'b0100011,         
                    ARITHI  = 7'b0010011,         
                    ARITHR  = 7'b0110011;         
localparam  [ 2: 0] BEQ     = 3'b000,
                    BNE     = 3'b001,
                    BLT     = 3'b100,
                    BGE     = 3'b101,
                    BLTU    = 3'b110,
                    BGEU    = 3'b111;
localparam  [ 2: 0] LB      = 3'b000,
                    LH      = 3'b001,
                    LW      = 3'b010,
                    LBU     = 3'b100,
                    LHU     = 3'b101;
localparam  [ 2: 0] SB      = 3'b000,
                    SH      = 3'b001,
                    SW      = 3'b010;
localparam  [ 2: 0] ADD     = 3'b000,     
                    SLL     = 3'b001,
                    SLT     = 3'b010,
                    SLTU    = 3'b011,
                    XOR     = 3'b100,
                    SR      = 3'b101,     
                    OR      = 3'b110,
                    AND     = 3'b111;
assign inst_mem_address_o  = fetch_pc_i;
assign inst_mem_is_ready_o = !stall_read_i;
assign wb_stall_o = wb_stall_first_o || wb_stall_second_o;
always @(posedge clk or negedge reset) begin
    if (!reset)
        inst_fetch_pc_o <= RESET;  
    else if (!stall_read_i)
        inst_fetch_pc_o <= fetch_pc_i;  
end
always @(posedge clk or negedge reset) begin
    if (!reset) begin
        wb_stall_first_o  <= 1'b0;
        wb_stall_second_o <= 1'b0;
    end
    else if (!stall_read_i &&
            !((wb_mem_to_reg_i && !dmem_write_valid_i))) begin
        wb_stall_first_o  <= wb_branch_i;
        wb_stall_second_o <= wb_stall_first_o;
    end
end
always @(posedge clk or negedge reset) begin
    if (!reset) begin
        wb_write_address_o <= 32'h0;
        wb_write_byte_o    <= 4'h0;
        wb_write_data_o    <= 32'h0;
    end
    else if (!stall_read_i && mem_write_i) begin
        wb_write_address_o <= write_address_i;
        case (alu_operation_i)
            SB: begin
                wb_write_data_o <= {4{alu_operand2_i[7:0]}};
                case (write_address_i[1:0])
                    2'b00:  wb_write_byte_o <= 4'b0001;
                    2'b01:  wb_write_byte_o <= 4'b0010;  
                    2'b10:  wb_write_byte_o <= 4'b0100;  
                    default:wb_write_byte_o <= 4'b1000;  
                endcase
            end
            SH: begin
                wb_write_data_o <= {2{alu_operand2_i[15:0]}};
				wb_write_byte_o <= write_address_i[1] ? 4'b1100 : 4'b0011;  
            end
            SW: begin
                wb_write_data_o <= alu_operand2_i;
                wb_write_byte_o <= 4'b1111;  
            end
            default: begin
                wb_write_data_o <= 32'hx;
                wb_write_byte_o <= 4'hx;
            end
        endcase
    end
end
always @* begin
    case (wb_alu_operation_i)
        LB: begin  
            case (wb_read_address_i)
                2'b00: wb_read_data_o = {{24{dmem_read_data_i[7]}},  dmem_read_data_i[7:0]};
                2'b01: wb_read_data_o = {{24{dmem_read_data_i[15]}}, dmem_read_data_i[15:8]};
                2'b10: wb_read_data_o = {{24{dmem_read_data_i[23]}}, dmem_read_data_i[23:16]};
				2'b11: wb_read_data_o = {{24{dmem_read_data_i[31]}}, dmem_read_data_i[31:24]};  
            endcase
        end
        LH: wb_read_data_o =
            wb_read_address_i[1]
            ? {{16{dmem_read_data_i[31]}}, dmem_read_data_i[31:16]}
            : {{16{dmem_read_data_i[15]}}, dmem_read_data_i[15:0]};
        LW: wb_read_data_o = dmem_read_data_i;  
        LBU: begin  
            case (wb_read_address_i)
                2'b00: wb_read_data_o = {24'h0, dmem_read_data_i[7:0]};
                2'b01: wb_read_data_o = {24'h0, dmem_read_data_i[15:8]};
                2'b10: wb_read_data_o = {24'h0, dmem_read_data_i[23:16]};
                2'b11: wb_read_data_o = {24'h0, dmem_read_data_i[31:24]};
            endcase
        end
        LHU: wb_read_data_o =
            wb_read_address_i[1]
            ? {16'h0, dmem_read_data_i[31:16]}
            : {16'h0, dmem_read_data_i[15:0]};
        default:
            wb_read_data_o = 'hx;
    endcase
end
endmodule
File: ./run.sh
#!/bin/bash
# OpenROAD 26Q1-2900-gdf79404cd8, Yosys 0.63+post, stock flow scripts
make -C /OpenROAD-flow-scripts/flow DESIGN_CONFIG=/design/flow/config.mk WORK_HOME=/design/flow/orfs finish
==> changes_impl.md <==
### Physical design

- Deepest clock path buffer count: 2
- Least-Margin Pin Slew: 777.7 ps
- Worst-path cell chain: clkdlybuf4s50_1, or2b_1, o221ai_2, nor3_4, a21o_1, clkdlybuf4s50_1
- Crit-path most repeated cell: clkdlybuf4s50_1
- Worst reg2reg startpoint: wb_stall_first_o$_DFFE_PN0P_
- FMAX: 204.8 MHz
- # IOs: 311
- Initial antenna violation count: 0
- CTS sink count: 102
- Slowest cell on crit path: clkdlybuf4s50_1
- Ys cells: 538
- Hold wc startpoint: wb_write_address_o[26]$_DFFE_PN0P_
- DR iter-0 viols: 225
- GRT Resource Usage Total: 11.53%
- Layout area overhead: 64.42%
- Root Driver: clkbuf_16
- Inserted Clock Buffers: 9
- Ys async rst share: 100.0%
- First-pass GRT wire length: 30440 um
- Critical Path Max Stage Delay: 660 ps
- Slew HR: 48.15%
- Max-slew violation count: 0
- Max-Cap Viols: 0
- Crit-path max FO: 15
- Reg-to-reg slack, setup: 5120 ps
- Filler cells: 2726
- Vias in the first global route: 5041
- Sequential share of the synthesized area: 47.72%
- Routability cong.: 0.8961
- Wire per inst: 17.79 um
- Clock Pin Slew Worst Setup and Hold Paths: 70 ps
- Flops after synth: 102
- Cell count of the worst hold path: 2
- Period minus WS final: 4883 ps
- Layout cell share with drive strength beyond 1: 10.20%
- Fin area: 8795 um2
- Max rail drop VDD: 0.0001376 V
- Post-DRT Antenna Nets: 0
- Final Skew: 0.09845 ps
- Cycle use final: 82.76%
- Avg Cell Area, Syn: 9.942 um2
- YS chip area: 5349 um2
- Final WL: 20370 um
- Initial Utilization: 19.90%
- # DRC: 0
- Hold Crit Class: register to register
- RSZ-0062 raised after global routing: no
- Post-DP HPWL: 16220 um
- Synth unique cells: 46
- CP delay by family, top: buffers and inverters
- Setup violators final: 0
- Drt pass-1 iters: 6
- Synth Warn #: 1
- Final Hold Viols: 0
- Post-CTS Hold Fix Bufs: 0
- # port buffers: 310
- CP Launch Type: input port
- Post-CTS Setup Inserts: 0
- Worst Path Buf+Inv: 2
- Status: finished, final reports clean
- Placed cell areas: 8502 um2
- Number of cells on the worst reg-to-reg path: 1
- Synth Instances: 538
- Critical path endpoint category: output port
- FF-to-FF End: wb_stall_second_o$_DFFE_PN0P_
- CP Class: input port to output port
- DR vias: 4805
- Largest net degree at the start of global routing: 79
- CTS tree: built
- Pwr dens: 227.5 nW/um2
- Total tool warning count: 25
- Req. time, crit path: 4720 ps
- Post-DR vias/cell: 4.197
- Chip Area: 34230 um2
- Synthesized area: 5349 um2
- TNS Setup: 0 ps
- Die height: 185 um
- Clk Latency, worst-skew pair: 350 ps
- H-tree depth: 3
- Site row count: 60
- Main synth FF type: dfrtp_1
- Global route overflow: 0
- Core area: 26880 um2
- N_diodes: 0
- Crit path DAT: 3700 ps
- Leakage: 3.763 nW
- Post-synth EDFFs: 0
- Hold slack: 476.5 ps
- Hold Path End: wb_write_address_o[26]$_DFFE_PN0P_
- Resize count post-CTS: 0
- Die W: 185 um
==> synthesized netlist by cell type, types with 3 or more instances <==
library cell  number  share of area (%)
nand2_1          139                9.8
dfrtp_1          102                 48
buf_4             37                5.2
mux2_2            36                7.6
o21ai_0           36                3.4
mux2i_1           26                4.9
a21o_1            16                2.2
inv_1             14               0.98
a21oi_1           12                1.1
clkbuf_1          12               0.84
o221ai_1          12                2.0
buf_2             10               0.94
a22o_1             8                1.3
o22ai_1            8               0.94
a22oi_1            7               0.98
or2_2              5               0.58
buf_6              4               0.84
o22a_1             4               0.65
a221o_1            3               0.56
buf_1              3               0.21
nand2b_1           3               0.35
nand3_1            3               0.28
nor2_1             3               0.21
o21ai_1            3               0.28
or2b_1             3               0.42
==> layout by cell type, fill, tap and decap left out, drive strengths merged, types with 3 or more instances in the layout <==
| master | n |
|---|---|
| nand2 | 139 |
| o22a | 4 |
| buf | 8 |
| o221ai | 13 |
| a22o | 8 |
| mux2 | 38 |
| or2 | 5 |
| nor2 | 7 |
| mux2i | 27 |
| nor3 | 5 |
| nand3 | 3 |
| a22oi | 7 |
| dfrtp | 102 |
| clkinvlp | 3 |
| or2b | 3 |
| a21oi | 12 |
| clkdlybuf4s50 | 308 |
| nor2b | 3 |
| a221o | 3 |
| a21o | 16 |
| nand2b | 3 |
| o22ai | 8 |
| inv | 17 |
| o21ai | 39 |
| clkbuf | 9 |
==> flip-flops by register name (all words and copies together), names as in the netlist <==
register / cells
inst_fetch_pc_o: 32
wb_write_address_o: 32
wb_write_data_o: 32
wb_write_byte_o: 4
wb_stall_first_o: 1
wb_stall_second_o: 1
==> worst max path at each step <==
stage	start	endpoint	slack (ps)	cells after the start
6_report	wb_alu_operation_i[0]	wb_read_data_o[19]	1020	6
5_1_grt	wb_alu_operation_i[0]	wb_read_data_o[22]	840	6
4_1_cts	wb_alu_operation_i[0]	wb_read_data_o[16]	1060	6
==> cell type report <==
type	count	area (um2)	share of cell area, %
Multi-Input combinational cell	355	2326	26.45
Timing Repair Buffer	316	3141	35.71
Inverter	15	56.30	0.6402
Clock inverter	7	67.56	0.7682
Sequential cell	102	2552	29.02
Clock buffer	9	225.2	2.561
Tap cell	341	426.7	4.851
==> metrics by stage <==
step	instances	power (mW)	setup slack (ps)	utilization, %
after global routing	1145	2.126	841.3	32.72
final	1145	2.001	1017	32.72
after CTS	1145	2.045	1057	32.72
after detailed placement	1129	1.432	1060	31.63
after floorplan	538	1.005	2572	-
after global placement	1129	1.430	1113	31.63
==> metal layers <==
layer / GRT usage, % / part of all wire, % / up-vias
li1: - / - / 2349
met1: 13.77 / 39 / 2283
met2: 20.15 / 51 / 156
met3: 3.725 / 8.6 / 17
met4: 1.756 / 1.7 / 0
met5: 0 / 0 / -
==> report_power, final <==
group / leakage [nW] / total, mW / internal, mW / switching (mW)
Combinational: 2.39 / 0.577 / 0.383 / 0.194
Sequential: 1.24 / 0.829 / 0.784 / 0.0448
Clock: 0.133 / 0.595 / 0.296 / 0.299
Total: 3.76 / 2.00 / 1.46 / 0.538
==> cells by family after synthesis <==
family	count (synthesis)	synth area share (%)
AND-OR/OR-AND	116	14.83
XOR/XNOR	2	0.3275
buffers and inverters	81	9.076
flip-flops	102	47.72
multiplexers	66	13.85
AND/OR/NAND/NOR	171	14.20
Power and IR drop assume default switching activity.
